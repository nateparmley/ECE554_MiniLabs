**/design/flow/run.sh**
```bash
#!/bin/bash
# OpenROAD 26Q1-2900-gdf79404cd8, Yosys 0.63+post, stock flow scripts
make -C /OpenROAD-flow-scripts/flow DESIGN_CONFIG=/design/flow/config.mk WORK_HOME=/design/flow/orfs finish
```
**/design/flow/config.mk**
```make
export PLATFORM = sky130hd
export DESIGN_NAME = Minilab0
export DESIGN_NICKNAME = Minilab0
export VERILOG_FILES = /design/flow/design.v
export SDC_FILE = /design/flow/constraint.sdc
export NUM_CORES = 4
export LEC_CHECK = 1
export CORE_UTILIZATION = 40
```
**/design/flow/constraint.sdc**
```tcl
current_design Minilab0

set clk_period 10.5
set clk_io_pct 0.2

create_clock -name clk0 -period $clk_period [get_ports {CLOCK_50}]

set non_clock_inputs [all_inputs -no_clocks]
set_input_delay [expr $clk_period * $clk_io_pct] -clock clk0 $non_clock_inputs
set_output_delay [expr $clk_period * $clk_io_pct] -clock clk0 [all_outputs]
```
**/design/flow/design.v**
```verilog
module Minilab0(
	input 		          		CLOCK2_50,
	input 		          		CLOCK3_50,
	input 		          		CLOCK4_50,
	input 		          		CLOCK_50,
	output	reg	     [6:0]		HEX0,
	output	reg	     [6:0]		HEX1,
	output	reg	     [6:0]		HEX2,
	output	reg	     [6:0]		HEX3,
	output	reg	     [6:0]		HEX4,
	output	reg	     [6:0]		HEX5,
	output		     [9:0]		LEDR,
	input 		     [3:0]		KEY,
	input 		     [9:0]		SW
);
localparam DATA_WIDTH = 8;
localparam DEPTH = 8;
localparam FILL = 2'd0;
localparam EXEC = 2'd1;
localparam DONE = 2'd2;
parameter HEX_0 = 7'b1000000;		 
parameter HEX_1 = 7'b1111001;		 
parameter HEX_2 = 7'b0100100;		 
parameter HEX_3 = 7'b0110000;		 
parameter HEX_4 = 7'b0011001;		 
parameter HEX_5 = 7'b0010010;		 
parameter HEX_6 = 7'b0000010;		 
parameter HEX_7 = 7'b1111000;		 
parameter HEX_8 = 7'b0000000;		 
parameter HEX_9 = 7'b0011000;		 
parameter HEX_10 = 7'b0001000;	 
parameter HEX_11 = 7'b0000011;	 
parameter HEX_12 = 7'b1000110;	 
parameter HEX_13 = 7'b0100001;	 
parameter HEX_14 = 7'b0000110;	 
parameter HEX_15 = 7'b0001110;	 
parameter OFF   = 7'b1111111;		 
reg [1:0] state;
reg [DATA_WIDTH-1:0] datain [0:1];
reg [DATA_WIDTH*3-1:0] result;
wire rst_n;
wire [1:0] rden, wren, full, empty;
wire [DATA_WIDTH-1:0] dataout [0:1];
wire [DATA_WIDTH*3-1:0] macout;
genvar i;
generate
  for (i=0; i<2; i=i+1) begin : fifo_gen
    FIFO
    #(
    .DEPTH(DEPTH),
    .DATA_WIDTH(DATA_WIDTH)
    ) input_fifo
    (
    .clk(CLOCK_50),
    .rst_n(rst_n),
    .rden(rden[i]),
    .wren(wren[i]),
    .i_data(datain[i]),
    .o_data(dataout[i]),
    .full(full[i]),
    .empty(empty[i])
    );
  end
endgenerate
MAC
#(
.DATA_WIDTH(DATA_WIDTH)
) mac
(
.clk(CLOCK_50),
.rst_n(rst_n),
.En(&rden),
.Clr(1'b0),
.Ain(dataout[0]),
.Bin(dataout[1]),
.Cout(macout)
);
assign rst_n = KEY[0];
assign wren[0] = state == FILL;
assign wren[1] = wren[0];
assign rden[0] = state == EXEC;
assign rden[1] = rden[0];
integer j;
always @(posedge CLOCK_50 or negedge rst_n) begin
  if (~rst_n) begin
    state <= FILL;
	 result <= {(DATA_WIDTH*3){1'b0}};
	 for (j=0; j<2; j=j+1) begin
	   datain[j] <= {DATA_WIDTH{1'b0}};
	 end
  end
  else begin
    case(state)
	   FILL:
		begin
		  if (full) begin
		    state <= EXEC;
		  end
		  else begin
		    datain[0] <= datain[0] + 5;
			 datain[1] <= datain[1] + 10;
		  end
	   end	
		EXEC:
		begin
		  if (empty) begin
		    state <= DONE;
		  end
		end
		DONE:
		begin
		  result <= macout;
		end
	 endcase
  end
end
always @(*) begin
  if (state == DONE & SW[0]) begin
    case(macout[3:0])
      4'd0: HEX0 = HEX_0;
	   4'd1: HEX0 = HEX_1;
	   4'd2: HEX0 = HEX_2;
	   4'd3: HEX0 = HEX_3;
	   4'd4: HEX0 = HEX_4;
	   4'd5: HEX0 = HEX_5;
	   4'd6: HEX0 = HEX_6;
	   4'd7: HEX0 = HEX_7;
	   4'd8: HEX0 = HEX_8;
	   4'd9: HEX0 = HEX_9;
	   4'd10: HEX0 = HEX_10;
	   4'd11: HEX0 = HEX_11;
	   4'd12: HEX0 = HEX_12;
	   4'd13: HEX0 = HEX_13;
	   4'd14: HEX0 = HEX_14;
	   4'd15: HEX0 = HEX_15;
    endcase
  end
  else begin
    HEX0 = OFF;
  end
end
always @(*) begin
  if (state == DONE & SW[0]) begin
    case(macout[7:4])
      4'd0: HEX1 = HEX_0;
	   4'd1: HEX1 = HEX_1;
	   4'd2: HEX1 = HEX_2;
	   4'd3: HEX1 = HEX_3;
	   4'd4: HEX1 = HEX_4;
	   4'd5: HEX1 = HEX_5;
	   4'd6: HEX1 = HEX_6;
	   4'd7: HEX1 = HEX_7;
	   4'd8: HEX1 = HEX_8;
	   4'd9: HEX1 = HEX_9;
	   4'd10: HEX1 = HEX_10;
	   4'd11: HEX1 = HEX_11;
	   4'd12: HEX1 = HEX_12;
	   4'd13: HEX1 = HEX_13;
	   4'd14: HEX1 = HEX_14;
	   4'd15: HEX1 = HEX_15;
    endcase
  end
  else begin
    HEX1 = OFF;
  end
end
always @(*) begin
  if (state == DONE & SW[0]) begin
    case(macout[11:8])
      4'd0: HEX2 = HEX_0;
	   4'd1: HEX2 = HEX_1;
	   4'd2: HEX2 = HEX_2;
	   4'd3: HEX2 = HEX_3;
	   4'd4: HEX2 = HEX_4;
	   4'd5: HEX2 = HEX_5;
	   4'd6: HEX2 = HEX_6;
	   4'd7: HEX2 = HEX_7;
	   4'd8: HEX2 = HEX_8;
	   4'd9: HEX2 = HEX_9;
	   4'd10: HEX2 = HEX_10;
	   4'd11: HEX2 = HEX_11;
	   4'd12: HEX2 = HEX_12;
	   4'd13: HEX2 = HEX_13;
	   4'd14: HEX2 = HEX_14;
	   4'd15: HEX2 = HEX_15;
    endcase
  end
  else begin
    HEX2 = OFF;
  end
end
always @(*) begin
  if (state == DONE & SW[0]) begin
    case(macout[15:12])
      4'd0: HEX3 = HEX_0;
	   4'd1: HEX3 = HEX_1;
	   4'd2: HEX3 = HEX_2;
	   4'd3: HEX3 = HEX_3;
	   4'd4: HEX3 = HEX_4;
	   4'd5: HEX3 = HEX_5;
	   4'd6: HEX3 = HEX_6;
	   4'd7: HEX3 = HEX_7;
	   4'd8: HEX3 = HEX_8;
	   4'd9: HEX3 = HEX_9;
	   4'd10: HEX3 = HEX_10;
	   4'd11: HEX3 = HEX_11;
	   4'd12: HEX3 = HEX_12;
	   4'd13: HEX3 = HEX_13;
	   4'd14: HEX3 = HEX_14;
	   4'd15: HEX3 = HEX_15;
    endcase
  end
  else begin
    HEX3 = OFF;
  end
end
always @(*) begin
  if (state == DONE & SW[0]) begin
    case(macout[19:16])
      4'd0: HEX4 = HEX_0;
	   4'd1: HEX4 = HEX_1;
	   4'd2: HEX4 = HEX_2;
	   4'd3: HEX4 = HEX_3;
	   4'd4: HEX4 = HEX_4;
	   4'd5: HEX4 = HEX_5;
	   4'd6: HEX4 = HEX_6;
	   4'd7: HEX4 = HEX_7;
	   4'd8: HEX4 = HEX_8;
	   4'd9: HEX4 = HEX_9;
	   4'd10: HEX4 = HEX_10;
	   4'd11: HEX4 = HEX_11;
	   4'd12: HEX4 = HEX_12;
	   4'd13: HEX4 = HEX_13;
	   4'd14: HEX4 = HEX_14;
	   4'd15: HEX4 = HEX_15;
    endcase
  end
  else begin
    HEX4 = OFF;
  end
end
always @(*) begin
  if (state == DONE & SW[0]) begin
    case(macout[23:20])
      4'd0: HEX5 = HEX_0;
	   4'd1: HEX5 = HEX_1;
	   4'd2: HEX5 = HEX_2;
	   4'd3: HEX5 = HEX_3;
	   4'd4: HEX5 = HEX_4;
	   4'd5: HEX5 = HEX_5;
	   4'd6: HEX5 = HEX_6;
	   4'd7: HEX5 = HEX_7;
	   4'd8: HEX5 = HEX_8;
	   4'd9: HEX5 = HEX_9;
	   4'd10: HEX5 = HEX_10;
	   4'd11: HEX5 = HEX_11;
	   4'd12: HEX5 = HEX_12;
	   4'd13: HEX5 = HEX_13;
	   4'd14: HEX5 = HEX_14;
	   4'd15: HEX5 = HEX_15;
    endcase
  end
  else begin
    HEX5 = OFF;
  end
end
assign LEDR = {{8{1'b0}}, state};
endmodule
module FIFO
#(
  parameter DEPTH=8,
  parameter DATA_WIDTH=8
)
(
  input  clk,
  input  rst_n,
  input  rden,
  input  wren,
  input  [DATA_WIDTH-1:0] i_data,
  output reg [DATA_WIDTH-1:0] o_data,
  output full,
  output empty
);
reg [DATA_WIDTH-1:0] data [DEPTH-1:0];
reg [3:0] count;
integer i;
assign empty = (count == 4'b0000);
assign full = (count == DEPTH);
always_ff @(posedge clk) begin
  if (rden) begin
    o_data <= data[0];
  end 
  else begin
    o_data <= 0;
  end 
end
always_ff @(posedge clk, negedge rst_n) begin
  if (!rst_n) begin
    count <= 4'b0000;
  end 
  else begin
    if (wren && !full) begin
      count <= count + 1;
    end
    else if (rden && !empty) begin
      count <= count - 1;
    end
  end 
end
always_ff @(posedge clk, negedge rst_n) begin
  if (!rst_n) begin
    for(i = 0; i < DEPTH; i = i + 1) begin
      data[i] <= 0;
    end
  end 
  else begin
    if (wren && !full) begin
      data[count] <= i_data;
    end
    else if (rden && !empty) begin
      for(i = 0; i < DEPTH - 1; i = i + 1) begin
        data[i] <= data[i + 1];
      end
      data[DEPTH - 1] <= 0;
    end 
  end 
end
endmodule
module MAC #
(
parameter DATA_WIDTH = 8
)
(
input clk,
input rst_n,
input En,
input Clr,
input [DATA_WIDTH-1:0] Ain,
input [DATA_WIDTH-1:0] Bin,
output reg [DATA_WIDTH*3-1:0] Cout
);
always_ff @(posedge clk, negedge rst_n) begin
    if (!rst_n) begin
        Cout <= 0;
    end 
    else begin
        if (Clr) begin
            Cout <= 0;
        end 
        else if (En) begin
            Cout <= Cout + (Ain * Bin);
        end
    end 
end 
endmodule
```
==> impl_metrics.env <==
# yosys + openroad results
export IMPL_grt_overflow_total=0
export IMPL_status="complete, no violations"
export IMPL_die_y_um=174
export IMPL_yosys_cells=1302
export IMPL_grt_max_degree=60
export IMPL_critPathKind="input pin to output pin"
export IMPL_layout_drive_gt1_share=0.0727
export IMPL_rows=62
export IMPL_fmax_ghz=0.167
export IMPL_netlist_instances=1302
export IMPL_tritoncts="yes"
export IMPL_hp_class="flip-flop to flip-flop"
export IMPL_placed_cells=1673
export IMPL_slew_headroom=0.406
export IMPL_final_core_util=0.454
export IMPL_cts_setup_buffers=0
export IMPL_postSynthSeqShare=0.382
export IMPL_clock_skew_ns=0.0185
export IMPL_common_cells="216 x a21oi_1, 168 x dfrtp_1, 111 x nand2_1"
export IMPL_largest_area_cell="dfrtp_1"
export IMPL_edf_count=0
export IMPL_worst_pin_slew_ns=0.887
export IMPL_post_place_ws_ns=4.54
export IMPL_grt_pass1_wl_um=40300
export IMPL_avgSynthCellArea_um2=9.06
export IMPL_die_w_um=174
export IMPL_via_per_inst=5.17
export IMPL_cts_resized_gates=0
export IMPL_synth_area_um2=11800
export IMPL_drc_errors=0
export IMPL_synth_top_area_share=0.356
export IMPL_core_um2=28900
export IMPL_required_ns=8.40
export IMPL_ys_async_sr_fraction=0.918
export IMPL_grt_pass1_vias=8250
export IMPL_fin_ws_ns=4.52
export IMPL_initialDrtViolationCount=465
export IMPL_tns_ns=0
export IMPL_gp_congestion=0.846
export IMPL_drtPass1Iterations=4
export IMPL_die_area_um2=30200
export IMPL_stdcell_count=1705
export IMPL_finalSetupViolations=0
export IMPL_fill_cells=2728
export IMPL_hold_buffers=0
export IMPL_antenna_found_initial=0
export IMPL_cp_arrival_ns=3.88
export IMPL_place_area_um2=12500
export IMPL_post_dp_hpwl_um=15900
export IMPL_peakVddDrop_v=0.0000896
export IMPL_clock_latency_late_pin_ns=0.44
export IMPL_grt_usage=0.163
export IMPL_cts_root_buf="clkbuf_16"
export IMPL_wl_um=23100
export IMPL_warning_count=60
export IMPL_ant_nets=0
export IMPL_cp_end_kind="output pin"
export IMPL_synth_cell_type_count=71
export IMPL_diodes=0
export IMPL_wl_per_cell_um=13.5
export IMPL_power_total_mw=1.44
export IMPL_min_period_ns=5.98
export IMPL_ys_flops=183
export IMPL_p_per_area_nw_per_um2=109
export IMPL_rsz0062_at_grt="no"
export IMPL_cts_buffer_depth=2
export IMPL_finalInstanceArea_um2=13100
export IMPL_power_leakage_nw=5.96
export IMPL_clk_pin_slew_ns=0.08
export IMPL_whs_ns=0.468
export IMPL_hold_violations=0
export IMPL_ioPinCount=70
export IMPL_vias=8808
export IMPL_port_buffers=46
export IMPL_cts_made_buffers=17
export IMPL_synth_dominant_cell_count="a21oi_1"
export IMPL_cts_sinks=183
export IMPL_cp_max_fo=24
export IMPL_initCoreUtil=0.409
export IMPL_ff_type="dfrtp_1"
export IMPL_ys_area_um2=11800
export IMPL_cap_violations=0
export IMPL_yosysWarnings=6
export IMPL_slew_violations=0
export IMPL_cp_start_kind="input pin"
export IMPL_areaGrowthSynthToFinish_pct=11.2
export IMPL_htree_num_levels=4
export IMPL_area_leaders="dfrtp_1 36%, a21oi_1 9.2%, ha_1 8.8%"
export IMPL_fin_crit_sh=0.570
registers in the layout, indices dropped and copies added, names as in the netlist:
register / cells
datain: 15
fifo_gen.input_fifo.count: 8
fifo_gen.input_fifo.data: 120
fifo_gen.input_fifo.o_data: 15
mac.Cout: 23
state: 2
cell type report:
| class | count | area, um^2 | share of cell area |
|---|---|---|---|
| inverter | 72 | 272 | 0.0207 |
| clock inverter | 15 | 238 | 0.0181 |
| clock buffer | 17 | 425 | 0.0324 |
| sequential | 183 | 4500 | 0.343 |
| tap | 384 | 480 | 0.0366 |
| timing repair buffer | 62 | 582 | 0.0444 |
| multi-input combinational | 972 | 6610 | 0.504 |
routing by layer:
metal	vias up	track usage	routed length (um)
met4	0	0.0150	211
met1	4208	0.264	11600
met2	113	0.252	10600
met5	-	0	0
li1	4475	-	-
met3	12	0.0226	713
final timing paths:
check / from / endpoint / slack [ns] / depth (start not counted)
hold reg to reg: datain[1][7] / datain[1][7] / 0.47 / 1
min in group asynchronous: KEY[0] / mac.Cout[8] / 1.62 / 1
setup / recovery: SW[0] / HEX0[2] / 4.52 / 6
setup reg to reg: fifo_gen[1].input_fifo.o_data[7] / mac.Cout[15] / 4.57 / 21
max in group asynchronous: KEY[0] / fifo_gen[0].input_fifo.data[2][5] / 6.99 / 3
hold / removal: datain[1][7] / datain[1][7] / 0.47 / 1
cell families after synthesis:
kind of cell / after synthesis / synth area share
simple gates: 361 / 0.153
xor+xnor: 49 / 0.0364
fa+ha+maj: 116 / 0.144
compound gates: 412 / 0.200
buf+inv: 154 / 0.0596
mux: 26 / 0.0241
other cells: 1 / 0.000318
flops: 183 / 0.382
worst max-delay path, cell delays in order:
cell	delay [ns]
clkdlybuf4s50_1	0.54
and3b_1	0.17
buf_4	0.30
o21ai_0	0.18
a21o_1	0.18
clkdlybuf4s50_1	0.40
cells in the final DEF (no fill, tap or decap), types with 9 or more instances in the layout:
cell type / instances
inv_1: 70
a21oi_1: 216
mux2_2: 18
fa_1: 33
o21ai_1: 10
a31oi_1: 12
a21o_1: 12
clkbuf_16: 17
clkdlybuf4s50_1: 45
xnor2_1: 32
nand2_1: 111
o211ai_1: 19
dfxtp_1: 15
o311ai_0: 9
buf_4: 16
and2_1: 74
nand3_1: 13
xor2_1: 17
dfrtp_1: 168
o21ai_0: 89
ha_1: 83
nor2_1: 102
report_power, final:
group          leakage [nW]  internal [mW]  total, mW  switching (mW)
clock                 0.320          0.344      0.700           0.356
sequential             2.41          0.703      0.703               0
combinational          3.23         0.0138     0.0324          0.0186
total                  5.96           1.06       1.44           0.375
No activity file was given, so power comes from the tool's default toggle rates.
