==> /design/flow/design.v <==
`timescale 1ns / 1ps
module rom_ctrl(
    input logic clk,
    input logic [7:0] addr,
    input logic en,
    output logic [7:0] data
);
always_ff @(posedge clk) begin
    if (en) 
        case (addr) 
            8'b0000_0001: data <= 8'h11;
            8'b0000_0010: data <= 8'h22;
            8'b0000_0100: data <= 8'h33;
            8'b0000_1000: data <= 8'h44;
            8'b0001_0000: data <= 8'h55;
            8'b0010_0000: data <= 8'h66;
            8'b0100_0000: data <= 8'h77;
            8'b1000_0000: data <= 8'h88;
            default: data <= 8'h00;
        endcase
    else
        data <= 8'h00;
end
endmodule
==> /design/flow/run.sh <==
#!/bin/bash
# OpenROAD 26Q1-2900-gdf79404cd8, Yosys 0.63+post, stock flow scripts
make -C /OpenROAD-flow-scripts/flow DESIGN_CONFIG=/design/flow/config.mk WORK_HOME=/design/flow/orfs finish
==> /design/flow/config.mk <==
export PLATFORM = sky130hd
export DESIGN_NAME = rom_ctrl
export DESIGN_NICKNAME = rom_ctrl
export VERILOG_FILES = /design/flow/design.v
export SDC_FILE = /design/flow/constraint.sdc
export NUM_CORES = 4
export LEC_CHECK = 1
export CORE_AREA = 10 10 70 70
export DIE_AREA = 0 0 80 80
==> /design/flow/constraint.sdc <==
current_design rom_ctrl

set clk_period 2.0
set clk_io_pct 0.2

create_clock -name clk0 -period $clk_period [get_ports {clk}]

set non_clock_inputs [all_inputs -no_clocks]
set_input_delay [expr $clk_period * $clk_io_pct] -clock clk0 $non_clock_inputs
set_output_delay [expr $clk_period * $clk_io_pct] -clock clk0 [all_outputs]
==> run notes <==
In the Yosys stats the netlist draws on 17 distinct library cells. The post-route netlist has 8.333% of its cells at a drive strength greater than 1. The flow ran to the end, and the final reports show no timing, DRC or antenna violations. Setup total negative slack on the finished layout was measured at 0 ns. Summing the sequential cell areas from Yosys gives 30.77% of the chip area. The area fraction of the dominant cell type after synthesis works out to 30.77%. The maximum level of the CTS H-tree is 1, and the final hold violation count is 0.

With the met2 track demand over resource at 4.896%, the HPWL after detailed placement is 736.3 µm. With the post-synthesis register bit count at 4, the post-synthesis instance area is 260.3 µm². Overall routing resource usage recorded by global route was 2.409%. Summing internal, switching and leakage power gives 0.0002195 W.

Per the OpenROAD floorplan log, the height of the die is 80 µm. After detailed routing, the total wire length is 787 µm. The post-synth count of flops with an enable pin is 0.

The die is 80 µm wide. The number of flip-flops in the largest register is 4. The run gives 77.32% for the worst-case headroom to the max-slew limit. The run gives 1.995% as the fraction of met1 tracks used by global routing.

Setup repair after global routing left no endpoint under its margin. With the register clock-pin slew on the reported worst setup and hold paths at 0.03 ns, the static power due to leakage is 0.1562 nW. OpenROAD reports that the post-layout worst path occupies 70.85% of the period. The max-slew violation count is 0. The run gives 0 for the number of antenna diodes. Number of ports placed on the die boundary: 18. With the number of I/O port buffers at 17, the total die area is 0.006400 mm².

The critical setup path kind is in2reg. In this run, post-CTS hold repair placed 0 buffers. The final weighted congestion recorded by global placement is 0.6828. Per the synthesis report, the dominant area consumer among library cells is sky130_fd_sc_hd__dfxtp_1. The clock root buffer master is sky130_fd_sc_hd__clkbuf_4. The global route stage reports its total congestion overflow as 0. The mean instance size in the synthesized netlist was 8.133 µm²; the filler cell count was 399. In the Yosys report the total cell count is 32.

In the synthesized netlist, the cells that appear most often are 4 x sky130_fd_sc_hd__buf_4, 4 x sky130_fd_sc_hd__dfxtp_1, 4 x sky130_fd_sc_hd__nor2_1. In this run the most used layer during global routing was met2. Gates resized during post-CTS repair numbered 0. TritonCTS created 3 clock buffers.

The area of the core was 0.003416 mm². TritonCTS built the clock tree. The cell row count was 21; the count of endpoints failing setup in the final report was 0. The tools report the initial antenna violation count as 0.

Per the synth stats, the flop cell with the highest instance count is sky130_fd_sc_hd__dfxtp_1. The total DRC errors in the routed layout came out at 0. Arrival time at the worst endpoint: 1.52 ns. The pin closest to its max-slew limit shows a slew of 0.3376 ns. With the number of sinks handled by clock tree synthesis at 4, the detailed-router iteration count before antenna repair is 4.

After detailed routing, the average wire length per cell comes to 8.372 µm. Per the summary, power density relative to cell area is 456.8 mW/mm². In this run the worst setup path terminates at data[4]. The registers reported with the highest flop counts are data: 4 flops. The number of global-route vias before repair is 296, and the vias after detailed routing is 285. For reference, the critical path is launched at addr[6]. Across the run, the number of max-cap violations was 0. The tools report the routing usage on met3 as 1.136%.

The kind of path behind the tightest hold check is in2reg. The buffer levels on the longest clock path is 2. The tools report the maximum achievable frequency as 0.7057 GHz.

With the top fanout value on the critical path at 5, the detail-routed via count per cell is 3.032. The count of nets left with antenna violations once routing finished came out at 0. The clock period minus worst slack came out at 1.417 ns. The maximum ir drop on the vdd rail is 0.08166 mV.

The top register by number of flip-flops was data. Hold timing on the final database bottoms out at a slack of 0.7588 ns. Entering global routing, the biggest net connects 6 pins. For the warning count from the yosys run, the log shows 1. The first global-routing pass estimated 1262 µm of wire.

The area growth from synthesis to layout is 84.62%. Once iteration 0 of detailed routing completed, the report listed 39 DRC markers. In this run the post-CTS setup repair buffer count came out at 0. For the cell count after synthesis, the log shows 32. Sorting the synthesized cells by area gives the leading types as sky130_fd_sc_hd__dfxtp_1 31%, sky130_fd_sc_hd__buf_4 12%, sky130_fd_sc_hd__xor2_1 10%, sky130_fd_sc_hd__nor2_1 5.8%, sky130_fd_sc_hd__nand4_1 4.8%.

The type of element launching the critical path is an input port. The worst setup path is captured at a flop. With the proportion of synthesized flip-flops having asynchronous set or reset at 0%, the chip area from the yosys synthesis statistics is 260.2 µm².

The critical path endpoint has a required time of 2.11 ns. For this configuration, the core starts out at a cell density of 7.619%. In this run the tools logged warnings totalling 25.
==> worst max-delay path, stage by stage <==
cell	delay [ns]
sky130_fd_sc_hd__clkdlybuf4s50_1	0.49
sky130_fd_sc_hd__xor2_1	0.21
sky130_fd_sc_hd__a221oi_1	0.34
sky130_fd_sc_hd__nor3_2	0.08
==> kinds of logic (layout without fill, tap and decap cells) <==
kind of cell           Yosys count  in the layout  share of synthesized area, %
buffers and inverters            5             21                         12.98
AND-OR/OR-AND                    5              5                         12.50
flip-flops                       4              4                         30.77
AND/OR/NAND/NOR                 15             15                         33.65
XOR/XNOR                         3              3                         10.10
==> metal layers <==
| metal | up-vias | wire length (µm) |
|---|---|---|
| li1 | 143 | - |
| met2 | 9 | 467 |
| met4 | 0 | 0 |
| met5 | - | 0 |
| met1 | 133 | 210 |
| met3 | 0 | 108 |
==> metrics by stage <==
| stage | std cells | utilization (%) | worst slack, ns | area [µm²] |
|---|---|---|---|---|
| global placement | 91 | 13.41 | 0.3536 | 457.9 |
| finish | 94 | 14.07 | 0.5829 | 480.5 |
| detailed placement | 91 | 13.41 | 0.3398 | 457.9 |
| global route | 94 | 14.07 | 0.4949 | 480.5 |
| floorplan | 32 | - | 0.9395 | 260.3 |
| CTS | 94 | 14.07 | 0.5599 | 480.5 |
==> power breakdown <==
group | switching (W) | internal (W)
Sequential | 0.000000226 | 0.0000808
Clock | 0.0000279 | 0.0000668
Combinational | 0.0000187 | 0.0000251
==> cells in the final DEF (no fill, tap or decap), types with 2 or more instances in the layout <==
master                            netlist  routed
sky130_fd_sc_hd__clkdlybuf4s50_1        0      17
sky130_fd_sc_hd__nand4_1                2       2
sky130_fd_sc_hd__a21oi_1                2       2
sky130_fd_sc_hd__nor2b_1                2       2
sky130_fd_sc_hd__dfxtp_1                4       4
sky130_fd_sc_hd__nor3_1                 2       2
sky130_fd_sc_hd__nor2_1                 4       4
sky130_fd_sc_hd__clkbuf_4               0       3
sky130_fd_sc_hd__xor2_1                 3       3
==> area by class of cell <==
| cell class | count | area, µm² | share of cell area [%] |
|---|---|---|---|
| tap | 46 | 57.56 | 11.98 |
| sequential | 4 | 80.08 | 16.67 |
| multi-input combinational | 23 | 146.4 | 30.47 |
| clock buffer | 3 | 22.52 | 4.687 |
| timing repair buffer | 17 | 170.2 | 35.42 |
| inverter | 1 | 3.754 | 0.7812 |
==> worst min path at each step <==
stage     startpoint       to  slack [ns]  cells past startpoint
6_report          en  data[5]        0.76                      3
5_1_grt           en  data[5]        0.77                      3
4_1_cts           en  data[5]        0.76                      3
Power figures rest on the tool's default switching activity, not on a simulated workload.
